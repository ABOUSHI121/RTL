===== config.mk =====
export PLATFORM = sky130hd
export DESIGN_NAME = control
export DESIGN_NICKNAME = control
export VERILOG_FILES = /design/flow/design.v
export SDC_FILE = /design/flow/constraint.sdc
export NUM_CORES = 4
export LEC_CHECK = 1
export CORE_AREA = 10 10 70 70
export DIE_AREA = 0 0 80 80

===== constraint.sdc =====
current_design control

set clk_period 2.0
set clk_io_pct 0.2

create_clock -name clk0 -period $clk_period [get_ports {clk}]

set non_clock_inputs [all_inputs -no_clocks]
set_input_delay [expr $clk_period * $clk_io_pct] -clock clk0 $non_clock_inputs
set_output_delay [expr $clk_period * $clk_io_pct] -clock clk0 [all_outputs]

===== design.v =====
`timescale 1ns/1ps
  typedef enum logic [2:0] {
    AND 	= 3'b000,
    ADD 	= 3'b001,
    SUB 	= 3'b010,
    SLR 	= 3'b011,
    BEQ 	= 3'b100,
    JAL 	= 3'b101,
    LW  	= 3'b110,
    SW  	= 3'b111
  } opcode_t;
  typedef enum logic [2:0] {
    IDLE    	= 3'b000,
    FETCH   	= 3'b001,
    DECODE  	= 3'b010,
    EXECUTE 	= 3'b011,
    ALU     	= 3'b100,
    LOAD   		= 3'b101,
    STORE   	= 3'b110,
    WRITEBACK 	= 3'b111
  } stage_t;
module control (
  input logic 	clk, rst_,
  input 		opcode_t opcode,
  input logic 	zero,
  output logic 	SIG_FET, SIG_DEC, SIG_IDL,
  				SIG_EXC, SIG_ALU, SIG_LDM, 
  				SIG_STM, SIG_WBK
);
	stage_t current_state, next_state;
  always_ff @(posedge clk or negedge rst_) begin
    if (!rst_)
      current_state <= IDLE;
    else
      current_state <= next_state;
  end
  always_comb begin
    {SIG_FET, SIG_DEC, SIG_IDL, SIG_EXC, SIG_ALU, SIG_LDM, SIG_STM, SIG_WBK} = 8'b0;
    next_state = current_state;
    unique case (current_state)
      IDLE: begin
        SIG_IDL 	= 1'b1;
        next_state 	= FETCH;
      end  
      FETCH: begin
        SIG_FET 	= 1'b1;
        next_state 	= DECODE;
      end
      DECODE: begin
        SIG_DEC 	= 1'b1;
        unique case (opcode)
          AND, ADD, SUB, SLR: 	next_state = ALU;
          BEQ: 					next_state = (zero) ? EXECUTE : FETCH;
          JAL: 					next_state = EXECUTE;
          LW:  					next_state = LOAD;
          SW:  					next_state = STORE;
          default: 				next_state = IDLE;
        endcase
      end
      ALU: begin
        SIG_ALU 	= 1'b1;
        next_state 	= WRITEBACK;
      end
      EXECUTE: begin
        SIG_EXC 	= 1'b1;
        next_state 	= FETCH;
      end 
      LOAD: begin
        SIG_LDM 	= 1'b1;
        next_state 	= WRITEBACK;
      end  
      STORE: begin
        SIG_STM 	= 1'b1;
        next_state 	= FETCH;
      end 
      WRITEBACK: begin
        SIG_WBK 	= 1'b1;
        next_state 	= FETCH;
      end 
      default: begin
        next_state 	= IDLE;
        SIG_IDL 	= 1'b1;
      end 
    endcase
  end
endmodule	

===== run.sh =====
#!/bin/bash
# OpenROAD 26Q1-2900-gdf79404cd8, Yosys 0.63+post, stock flow scripts
make -C /OpenROAD-flow-scripts/flow DESIGN_CONFIG=/design/flow/config.mk WORK_HOME=/design/flow/orfs finish

==> design notes <==
The run finished with clean final reports. The highest net fanout along the worst path came out at 3. The script extracted a total leakage power of 0.317 nW. During I/O placement, the number of pins put on the boundary was 14. The clock period minus worst slack was 1990 ps; the number of vias per cell after detailed routing was 3.11. The pre-CTS setup slack came out at -184 ps. The largest register by flop count is current_state.

The first global-routing pass estimated 1.77 mm of wire. The die is 80 um tall. The main area contributors are dfrtp_1, nor4_1, dfstp_2. For the worst clock skew on the final layout, the log shows 5.16 ps. The setup total negative slack was 0 ps; the average detailed-routed wire length per instance was 9.81 um.

The run gives 80 um for the width of the die. The register with the most flip-flops in the layout has 8 of them. With the fraction of the cycle the final worst path needs at 0.997, the cell row count is 21. For this block, the via count after detailed routing is 339. Post-synth the commonest register cell is dfrtp_1. Critical path class: reg2out. The detailed placer reported the number of placed instances as 96. The kind of launch point of the worst setup path was a flip-flop.

Each instance of the synthesized netlist takes up on average 11.2 um^2. Antenna repair during routing inserted a diode count of 0. The sequential element share of the synthesized area was 0.622; the overall die area was 6400 um^2. The first detailed-routing pass took 4 iterations. TritonCTS built the clock tree. The run gives 0.0949 as the initial core utilization.

The fraction of registers with async set or reset after synthesis is 1.00. The run gives 13 as the count of unique library cells instantiated by Yosys. The Yosys chip area came out at 324 um^2. Post-layout total power: 0.403 mW. The tools report the data arrival time of the critical path as 1590 ps. Note that the worst hold path type here is in2async. After synthesis, the design contains 29 cells according to Yosys. The most critical hold endpoint after final layout shows a slack of 422 ps. In the synthesized netlist, the number of instances is 29. For reference, the top cells by count after synthesis are dfrtp_1, nor4_1, nor2_1, nor3_1. Cell with the largest stage delay on the worst path: or4_4. The maximum root-to-sink buffer count was 2; the share of Yosys cell area claimed by the top area cell type was 0.541. After synthesis the cells add up to 324 um^2.

The number of clock buffers inserted by TritonCTS was 3. The via count of the first global-routing pass was 367. Count of warning messages emitted by the tools: 27. Entering global routing, the biggest net connects 9 pins. The report counts max-capacitance violations totalling 0. For this run, the number of standard cells in the final layout without fillers is 109.

The worst setup path is captured at an output port. The routed design has 1.07 mm of wire. The count of buffers added on input and output ports is 13.

After legalization and detailed placement, the total HPWL measured 795 um. The OpenROAD report gives the critical path a required time of 1600 ps. The flow reported a cell area power density of 549 nW/um^2. Area of the core region: 3420 um^2.

The most used standard cell by instance count after synthesis was dfrtp_1. The clock transition time at the flip-flop clock pins of the worst setup and hold paths was 50 ps. Setup repair after global routing could not meet its margin everywhere. Summed over all layers, the global routing overflow is 0.

With the share of cells above drive strength 1 at 0.603, the area growth from synthesis to layout is 127%. The post-CTS hold buffer count recorded in the log is 0. The final number of hold-violating endpoints is 0. According to the CTS report, the clock sink count is 8. Counting both buffers and inverters, the worst setup path holds a total of 2.

With the level count of the clock H-tree at 1, the register bit total from synthesis is 8. The final routed DRC violation total was 0; the yosys warning tally was 1. The tools report the combined global-route utilization of all metal layers as 0.0356. The run gives 6.94 ps as the final worst setup slack. For the clock insertion delay at the later pin of the skew report, the log shows 250 ps. Number of violations reported at the end of detailed-routing iteration 0: 13. The post-route antenna net violation count is 0.

The synthesized design contains 0 enable-type register cells. The report lists the cells along the critical path as or4_4 -> buf_6 -> nor4_4 -> buf_2. In the final report, the number of pins over their slew limit comes to 0.

The run gives 0.713 as the routability congestion estimate from global placement. The registers reported with the highest flop counts are current_state (8). The end-of-flow timing check tallies setup violations at 0. On the worst path, the slowest cell contributes a delay of 560 ps.

The tree is rooted in a clkbuf_4. The cell accounting for the most synthesized area is dfrtp_1. The run gives 0.000303 V as the peak ir drop on the vdd network.

The cell family contributing the most delay on the critical path is simple AND/OR/NAND/NOR gates. Initial antenna violation count: 0. The flow reports an fmax of 502 MHz.
## what timing repair did
| action | CTS | global route |
|---|---|---|
| setup buffers | 7 | 2 |
| cloned | 0 | 0 |
| endpoints found under the hold margin | 0 | 0 |
| setup endpoints to repair | 7 | 7 |
| gates resized | 36 | 2 |
| pin swaps | 3 | 3 |
## logic make-up after synthesis
kind of cell / synth area share
AND-OR/OR-AND: 0.0309
buffers and inverters: 0.0232
flip-flops: 0.622
other: 0.0116
AND/OR/NAND/NOR: 0.313
## path summary, 6_finish.rpt
kind                                              endpoint                        from  depth (start not counted)  slack [ps]
worst max-delay path                               SIG_STM  current_state[5]$_DFF_PN0_                          4           7
worst min-delay path            current_state[3]$_DFF_PN0_                        rst_                          1         420
worst max register to register  current_state[4]$_DFF_PN0_  current_state[6]$_DFF_PN0_                          3         610
worst min register to register  current_state[2]$_DFF_PN0_  current_state[4]$_DFF_PN0_                          1         540
max in group asynchronous       current_state[0]$_DFF_PN1_                        rst_                          1        1280
min in group clk0               current_state[2]$_DFF_PN0_  current_state[4]$_DFF_PN0_                          1         540
## report_power, final
group,internal (mW),switching (mW)
combinational,0.0519,0.0453
clock,0.0760,0.0496
sequential,0.174,0.00630
total,0.302,0.101
## cell usage in the layout (no fill, tap or decap), types with 2 or more instances in the layout
cell type,instances
buf_4,12
nor3_2,2
dfrtp_1,7
inv_1,2
clkbuf_4,3
nor2_1,3
clkdlybuf4s50_1,6
buf_2,7
buf_6,5
nor4_4,5
or4_4,2
## per-stage QoR
stage                     cell area (um^2)   util
final                                  734  0.215
after detailed placement               572  0.167
after global routing                   734  0.215
after CTS                              707  0.207
after global placement                 572  0.167
after floorplan                        324      -
## cell type report
cell class / count / area [um^2]
clock buffer: 4 / 26.3
fill: 367 / 2680
inverter: 2 / 7.51
multi-input combinational: 19 / 200
sequential: 8 / 201
tap: 46 / 57.6
timing repair buffer: 30 / 241
## metal layers
layer	GRT usage	routed length, um	up-vias
li1	-	-	172
met1	0.0446	494	156
met2	0.0498	438	11
met3	0.0284	136	0
met4	0	0	0
met5	0	0	-
No activity file was given, so power comes from the tool's default toggle rates.
